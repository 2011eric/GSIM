`./design.v`:
```
`timescale 1ns/10ps
module PE (input clk, 
           input reset,
           input signed [31:0] in_1, in_2, in_3, in_4, in_5, in_6,
           input signed [15:0] b,
           output [31:0] out);
reg signed [31:0] b_r, b_w;
reg signed [32:0] s1_adder [0:2];
reg signed [35:0] s1_mul6;
reg signed [36:0] s1_mul13;
reg signed [32:0] s1_reg0_r, s1_reg0_w;
reg signed [35:0] s1_reg1_r, s1_reg1_w;
reg signed [36:0] s1_reg2_r, s1_reg2_w;
reg signed [37:0] s2_adder;
reg signed [37:0] s2_reg0_r, s2_reg0_w;
wire signed [34:0] div_out;
always @(posedge clk or posedge reset) begin
    if (reset) begin
        s1_reg0_r <= 0;
        s1_reg1_r <= 0;
        s1_reg2_r <= 0;
        s2_reg0_r <= 0;
        b_r <= 0;
    end else begin
        s1_reg0_r <= s1_reg0_w;
        s1_reg1_r <= s1_reg1_w;
        s1_reg2_r <= s1_reg2_w;
        s2_reg0_r <= s2_reg0_w;
        b_r <= b_w;
    end
end
always @(*) begin:stage1
    b_w = {b, 16'b0};
    s1_adder[0] = in_1 + in_2;
    s1_adder[1] = in_3 + in_4;
    s1_adder[2] = in_5 + in_6;
    s1_mul6 = $signed({s1_adder[1][32:0], 1'b0}) + $signed({s1_adder[1][32:0], 2'b00});
    s1_mul13 = $signed({s1_adder[2][32:0], 3'b000}) + $signed({s1_adder[2][32:0], 2'b00}) + $signed(s1_adder[2]);
    s1_reg0_w = s1_adder[0];
    s1_reg1_w = s1_mul6;
    s1_reg2_w = s1_mul13;
end
always @(*) begin:stage2
    s2_adder = b_r + s1_reg0_r - s1_reg1_r + s1_reg2_r;
    s2_reg0_w = s2_adder;
end
assign out = div_out;
Divider #(38, 8) div (
    .clk(clk),
    .reset(reset),
    .in(s2_reg0_r),
    .out(div_out)
);
endmodule
module Divider #(parameter WIDTH = 38, parameter FRAC = 16)(
                 input clk, 
                 input reset,
                 input signed [WIDTH-1:0] in,
                 output signed [WIDTH-4:0] out);
wire signed [WIDTH-1+1+FRAC:0] tmp_in;
wire signed [WIDTH-1-4+FRAC:0] add_s0;
wire signed [WIDTH-1-3+FRAC:0] add_s1;
wire signed [WIDTH-1-2+FRAC:0] add_s2;
wire signed [WIDTH-1-1+FRAC:0] add_s3;
reg  signed [WIDTH-1-2+FRAC:0] s3_reg_r, s3_reg_w;
assign tmp_in = {in[WIDTH-1:0],1'b0, {(FRAC){1'b0}}};  
assign add_s0 = ($signed({in[WIDTH-1:0],{(FRAC){1'b0}}}) + tmp_in) >>> 6;
assign add_s1 = add_s0 + (add_s0 >>> 4);
assign add_s2 = s3_reg_r + (s3_reg_r >>> 8);
assign add_s3 = add_s2 + (add_s2 >>> 16);
assign out = add_s3[WIDTH-1-1+FRAC: FRAC];
always @(*) begin
    s3_reg_w = add_s1;
end
always @(posedge clk or posedge reset) begin
    if (reset) begin
        s3_reg_r <= 0;
    end else begin
        s3_reg_r <= s3_reg_w;
    end
end
endmodule
module shreg #(
    parameter BIT_WIDTH = 32
)(
    input clk,
    input rst_n,
    input [2:0] ctrl,  
    input i_en,  
    input [BIT_WIDTH-1: 0] IN, IN2,
    output [BIT_WIDTH-1: 0] OUT0, OUT1, OUT2, OUT3, OUT4, OUT5, OUT6, OUT2_0, OUT2_1, OUT2_2, OUT2_3, OUT2_4, OUT2_5, OUT2_6
);
    integer i;
    reg [BIT_WIDTH-1: 0] MEM_r [0: 15];
    reg [BIT_WIDTH-1: 0] MEM_w [0: 15];
    localparam SH0 = 3'b000;
    localparam SH2 = 3'b100;
    localparam SH1 = 3'b001;
    localparam SH4 = 3'b010;
    localparam SH5 = 3'b011;
    assign OUT0 = MEM_r[0];
    assign OUT1 = MEM_r[13];
    assign OUT2 = MEM_r[3];
    assign OUT3 = MEM_r[14];
    assign OUT4 = MEM_r[2];
    assign OUT5 = MEM_r[15];
    assign OUT6 = MEM_r[1];
    assign OUT2_0 = MEM_r[2];
    assign OUT2_1 = MEM_r[15];
    assign OUT2_2 = MEM_r[5];
    assign OUT2_3 = MEM_r[0];
    assign OUT2_4 = MEM_r[4];
    assign OUT2_5 = MEM_r[1];
    assign OUT2_6 = MEM_r[3];
    always @(*) begin
        for (i=0; i < 16; i = i+1) begin
            MEM_w[i] = MEM_r[i];
        end
        case(ctrl) 
        SH0: begin
            if(i_en) begin
                MEM_w[15] = IN;
                for (i = 0; i < 15; i = i+1) begin
                    MEM_w[i] = MEM_r[i];
                end
            end
            else begin
                for (i = 0; i < 16; i = i+1) begin
                    MEM_w[i] = MEM_r[i];
                end
            end
        end
        SH1: begin
            if(i_en) begin
                MEM_w[15] = IN;
                MEM_w[14] = MEM_r[15];
                for (i = 0; i < 15; i = i+1) begin
                    MEM_w[i] = MEM_r[i+1];
                end
            end
            else begin
                MEM_w[15] = MEM_r[0];
                for (i = 0; i < 15; i = i+1) begin
                    MEM_w[i] = MEM_r[i+1];
                end
            end
        end
        SH2: begin
            MEM_w[14] = MEM_r[0];
            MEM_w[15] = MEM_r[1];
            for (i = 0; i < 14; i = i+1) begin
                MEM_w[i] = MEM_r[i+2];
            end
        end
        SH4: begin
            if(i_en) begin
                MEM_w[12] = MEM_r[0];
                MEM_w[13] = MEM_r[1];
                MEM_w[14] = MEM_r[2];
                MEM_w[15] = IN;
                for (i = 2; i < 12; i = i+1) begin
                    MEM_w[i] = MEM_r[i+4];
                end
                MEM_w[1] = IN2;
                MEM_w[0] = MEM_r[4];
            end
            else begin
                MEM_w[12] = MEM_r[0];
                MEM_w[13] = MEM_r[1];
                MEM_w[14] = MEM_r[2];
                MEM_w[15] = MEM_r[3];
                for (i = 0; i < 12; i = i+1) begin
                    MEM_w[i] = MEM_r[i+4];
                end
            end
        end
        SH5: begin
            if(i_en) begin
                MEM_w[11] = MEM_r[0];
                MEM_w[12] = MEM_r[1];
                MEM_w[13] = MEM_r[2];
                MEM_w[14] = MEM_r[3];
                MEM_w[15] = IN;
                for (i = 2; i < 11; i = i+1) begin
                    MEM_w[i] = MEM_r[i+5];
                end
                MEM_w[1] = IN2;
                MEM_w[0] = MEM_r[5];
            end
            else begin
                MEM_w[11] = MEM_r[0];
                MEM_w[12] = MEM_r[1];
                MEM_w[13] = MEM_r[2];
                MEM_w[14] = MEM_r[3];
                MEM_w[15] = MEM_r[4];
                for (i = 0; i < 11; i = i+1) begin
                    MEM_w[i] = MEM_r[i+5];
                end
            end
        end
        endcase
    end
    always@ (posedge clk or posedge rst_n) begin
        if(rst_n) begin
            for (i=0; i < 16; i = i+1) begin
                MEM_r[i] <= 0;
            end
        end
        else begin
            for (i=0; i < 16; i = i+1) begin
                MEM_r[i] <= MEM_w [i];
            end
        end
    end
endmodule
module GSIM ( clk, reset, in_en, b_in, out_valid, x_out);
input   clk ;
input   reset ;
input   in_en;
output  out_valid;
input   [15:0]  b_in;
output  [31:0]  x_out;
parameter NR_ITERATION = 84; 
parameter N = 16;
defparam bshreg.BIT_WIDTH = 16;
defparam xshreg.BIT_WIDTH = 32;
localparam S_IDLE = 3'd0, S_IN = 3'd1, S_CALC = 3'd2, S_WAIT = 3'd3, S_OUT = 3'd4;
reg [2:0] state_r, state_w;
reg [4:0] row_cnt_r, row_cnt_w;
reg [7:0] col_cnt_r, col_cnt_w;
reg out_valid_w, out_valid_r;
wire [15:0] b_shreg_out_0, b_shreg_out_1, b_shreg_out_2, b_shreg_out_3, b_shreg_out_4, b_shreg_out_5, b_shreg_out_6;
reg  [15:0] b_shreg_in_w, b_shreg_in_r;
wire [15:0] b_shreg_out2_0, b_shreg_out2_1, b_shreg_out2_2, b_shreg_out2_3, b_shreg_out2_4, b_shreg_out2_5, b_shreg_out2_6;
reg  [15:0] b_shreg_in2_w, b_shreg_in2_r;
reg  [2:0]  b_shreg_ctrl_w, b_shreg_ctrl_r;
reg         b_shreg_i_en_w, b_shreg_i_en_r;
wire [31:0] x_shreg_out_0, x_shreg_out_1, x_shreg_out_2, x_shreg_out_3, x_shreg_out_4, x_shreg_out_5, x_shreg_out_6;
wire [31:0] x_shreg_out2_0, x_shreg_out2_1, x_shreg_out2_2, x_shreg_out2_3, x_shreg_out2_4, x_shreg_out2_5, x_shreg_out2_6;
reg  [31:0] x_shreg_in_w, x_shreg_in_r, x_shreg_in2_w, x_shreg_in2_r;
reg         x_shreg_i_en_w, x_shreg_i_en_r;
wire [31:0] pe_in1, pe_in2, pe_in3, pe_in4, pe_in5, pe_in6;
wire [31:0] pe_out;
wire [15:0] pe_b_in;
reg         pe_i_en_w, pe_i_en_r;
wire [31:0] pe2_in1, pe2_in2, pe2_in3, pe2_in4, pe2_in5, pe2_in6;
wire [31:0] pe2_out;
wire [15:0] pe2_b_in;
PE pe (
    .clk(clk), 
    .reset(reset), 
    .in_1(pe_in1), 
    .in_2(pe_in2), 
    .in_3(pe_in3), 
    .in_4(pe_in4), 
    .in_5(pe_in5), 
    .in_6(pe_in6), 
    .b(pe_b_in), 
    .out(pe_out)
);
PE pe2 (
    .clk(clk), 
    .reset(reset), 
    .in_1(pe2_in1),
    .in_2(pe2_in2),
    .in_3(pe2_in3),
    .in_4(pe2_in4),
    .in_5(pe2_in5),
    .in_6(pe2_in6),
    .b(pe2_b_in),
    .out(pe2_out)
);
shreg bshreg (  
    .clk(clk), 
    .rst_n(reset), 
    .OUT0(b_shreg_out_0),
    .OUT1(b_shreg_out_1),
    .OUT2(b_shreg_out_2),
    .OUT3(b_shreg_out_3), 
    .OUT4(b_shreg_out_4), 
    .OUT5(b_shreg_out_5), 
    .OUT6(b_shreg_out_6), 
    .OUT2_0(b_shreg_out2_0),
    .OUT2_1(b_shreg_out2_1),
    .OUT2_2(b_shreg_out2_2),
    .OUT2_3(b_shreg_out2_3),
    .OUT2_4(b_shreg_out2_4),
    .OUT2_5(b_shreg_out2_5),
    .OUT2_6(b_shreg_out2_6),
    .IN(b_shreg_in_r),
    .IN2(b_shreg_in_r),
    .ctrl(b_shreg_ctrl_r),  
    .i_en(b_shreg_i_en_r)
);
shreg xshreg (  
    .clk(clk), 
    .rst_n(reset), 
    .OUT0(x_shreg_out_0),
    .OUT1(x_shreg_out_1),
    .OUT2(x_shreg_out_2),
    .OUT3(x_shreg_out_3), 
    .OUT4(x_shreg_out_4), 
    .OUT5(x_shreg_out_5), 
    .OUT6(x_shreg_out_6), 
    .OUT2_0(x_shreg_out2_0),
    .OUT2_1(x_shreg_out2_1),
    .OUT2_2(x_shreg_out2_2),
    .OUT2_3(x_shreg_out2_3),
    .OUT2_4(x_shreg_out2_4),
    .OUT2_5(x_shreg_out2_5),
    .OUT2_6(x_shreg_out2_6),
    .IN(x_shreg_in_w), 
    .IN2(x_shreg_in2_w),
    .ctrl(b_shreg_ctrl_r),  
    .i_en(x_shreg_i_en_r)
);
assign pe_in1 = (row_cnt_r != 1 && row_cnt_r != 5) ? x_shreg_out_1 : 0;  
assign pe_in2 = (row_cnt_r != 8) ? x_shreg_out_2 : 0;  
assign pe_in3 = (row_cnt_r != 1 && row_cnt_r != 5) ? x_shreg_out_3 : 0;  
assign pe_in4 = x_shreg_out_4;  
assign pe_in5 = (row_cnt_r != 1) ? x_shreg_out_5 : 0;  
assign pe_in6 = x_shreg_out_6;  
assign pe_b_in = b_shreg_out_0;
assign pe2_in1 = (row_cnt_r != 1) ? x_shreg_out2_1 : 0; 
assign pe2_in2 = (row_cnt_r != 8 && row_cnt_r != 4) ? x_shreg_out2_2 : 0; 
assign pe2_in3 = x_shreg_out2_3; 
assign pe2_in4 = (row_cnt_r != 8 && row_cnt_r != 4) ? x_shreg_out2_4 : 0; 
assign pe2_in5 = x_shreg_out2_5 ; 
assign pe2_in6 = (row_cnt_r != 8) ? x_shreg_out2_6 : 0; 
assign pe2_b_in = b_shreg_out2_0;
assign x_out = x_shreg_out_0;
assign out_valid = out_valid_r;
integer i;
always @(*) begin
    state_w = state_r;
    row_cnt_w = row_cnt_r;
    col_cnt_w = col_cnt_r;
    b_shreg_i_en_w = 1'b0;
    x_shreg_i_en_w = 1'b0;
    b_shreg_ctrl_w = 3'b00;
    b_shreg_in_w = 0;
    x_shreg_in_w = 0;
    x_shreg_in2_w = 0;
    pe_i_en_w = 1'b0;
    out_valid_w = 1'b0;
    case (state_r)
        S_IDLE: begin
            if (in_en) begin
                state_w = S_IN;
                b_shreg_in_w = b_in;  
                b_shreg_ctrl_w = 3'b01;  
                b_shreg_i_en_w = 1'b1;
                row_cnt_w = 1;
            end
            else begin
                state_w = S_IDLE;
                b_shreg_in_w = 0;
                b_shreg_ctrl_w = 3'b00;
                b_shreg_i_en_w = 1'b0;
                row_cnt_w = row_cnt_r;
            end
        end
        S_IN: begin
            if(row_cnt_r[4]) begin  
                state_w = S_CALC;
                b_shreg_in_w = b_in;
                b_shreg_ctrl_w = 3'b00;
                b_shreg_i_en_w = 1'b0; 
                row_cnt_w = 0;
                col_cnt_w = 0;
            end
            else begin
                state_w = S_IN;
                b_shreg_in_w = b_in;
                b_shreg_ctrl_w = 3'b01;
                b_shreg_i_en_w = 1'b1;
                row_cnt_w = row_cnt_r + 1;
                col_cnt_w = col_cnt_r;
            end
        end
        S_CALC: begin
            pe_i_en_w = 1'b1;
            b_shreg_ctrl_w = ((row_cnt_r[0] && row_cnt_r[1])) ? 3'b11 : 3'b10;
            x_shreg_in_w = pe_out;
            x_shreg_in2_w = pe2_out;
            if (row_cnt_r == 8) begin
                state_w = S_WAIT;
                x_shreg_i_en_w = 1'b1;
                row_cnt_w = 1;
                col_cnt_w = col_cnt_r;
            end
            else begin
                state_w = S_CALC;
                x_shreg_i_en_w = (row_cnt_r >= 4'd3)? 1'b1 : 1'b0 ;
                row_cnt_w = row_cnt_r + 1;
                col_cnt_w = col_cnt_r;
            end
        end
        S_WAIT: begin
            if(col_cnt_r == NR_ITERATION-1 && (row_cnt_r[2])) begin
                b_shreg_ctrl_w = 3'b01;
                state_w = S_OUT;
                row_cnt_w = 1;
                col_cnt_w = 0;
                out_valid_w = 1'b1;
            end
            else begin
                x_shreg_in_w = pe_out;
                x_shreg_in2_w = pe2_out;
                out_valid_w = 1'b0;
                b_shreg_ctrl_w = (row_cnt_r[0] && row_cnt_r[1]) ? 3'b100 : 3'b010;
                if (row_cnt_r[2]) begin
                    state_w = S_CALC;
                    row_cnt_w = 1;
                    col_cnt_w = col_cnt_r + 1;
                    pe_i_en_w = 1'b1;
                    x_shreg_i_en_w = 1'b0;
                end
                else begin
                    state_w = S_WAIT;
                    row_cnt_w = row_cnt_r + 1;
                    col_cnt_w = col_cnt_r;
                    pe_i_en_w = 1'b0;
                    x_shreg_i_en_w = 1'b1;
                end
            end
        end
        S_OUT: begin
            if(row_cnt_r[4]) begin 
                state_w = S_IDLE;
                row_cnt_w = 0;
                col_cnt_w = 0;
                out_valid_w = 1'b1;
                b_shreg_ctrl_w = 3'b00;
            end
            else begin
                state_w = S_OUT;
                row_cnt_w = row_cnt_r + 1;
                col_cnt_w = col_cnt_r;
                out_valid_w = 1'b1;
                b_shreg_ctrl_w = 3'b01;
            end
        end
    endcase
end
always @(posedge clk or posedge reset) begin
    if (reset) begin
        state_r <= S_IDLE;
        row_cnt_r <= 0;
        col_cnt_r <= 0;
        b_shreg_i_en_r <= 1'b0;
        x_shreg_i_en_r <= 1'b0;
        b_shreg_ctrl_r <= 3'b00;
        b_shreg_in_r <= 0; 
        x_shreg_in_r <= 0;
        x_shreg_in2_r <= 0;
        out_valid_r <= 0;
        pe_i_en_r <= 0;
    end else begin
        state_r <= state_w;
        row_cnt_r <= row_cnt_w;
        col_cnt_r <= col_cnt_w;
        b_shreg_i_en_r <= b_shreg_i_en_w;
        x_shreg_i_en_r <= x_shreg_i_en_w;
        b_shreg_ctrl_r <= b_shreg_ctrl_w;
        b_shreg_in_r <= b_shreg_in_w;
        x_shreg_in_r <= x_shreg_in_w;
        x_shreg_in2_r <= x_shreg_in2_w;
        out_valid_r <= out_valid_w;
        pe_i_en_r <= pe_i_en_w;
    end
end
endmodule
```
`./run.sh`:
```
#!/bin/bash
# OpenROAD 26Q1-2900-gdf79404cd8, Yosys 0.63+post, stock flow scripts
make -C /OpenROAD-flow-scripts/flow DESIGN_CONFIG=/design/flow/config.mk WORK_HOME=/design/flow/orfs finish
```
`./config.mk`:
```
export PLATFORM = sky130hd
export DESIGN_NAME = GSIM
export DESIGN_NICKNAME = GSIM
export VERILOG_FILES = /design/flow/design.v
export SDC_FILE = /design/flow/constraint.sdc
export NUM_CORES = 4
export LEC_CHECK = 1
export CORE_UTILIZATION = 30
```
`./constraint.sdc`:
```
current_design GSIM

set clk_period 130.7
set clk_io_pct 0.2

create_clock -name clk0 -period $clk_period [get_ports {clk}]

set non_clock_inputs [all_inputs -no_clocks]
set_input_delay [expr $clk_period * $clk_io_pct] -clock clk0 $non_clock_inputs
set_output_delay [expr $clk_period * $clk_io_pct] -clock clk0 [all_outputs]
```
==> datasheet_impl.txt <==
Summary of implementation characteristics

Parameter                              Value

Global routing
  Global-route wire length before repair    462 mm
  Vias in the first global route    76100
  Total routing resource utilization after global routing    0.189
  Met2 Track Usage GR    0.291
  Global routing met1 resource utilization    0.266
  Pin count of the biggest net entering global routing    165
  Number of antenna violations at the first check in global routing    5
  Peak-usage layer in the global routing report    met2
  GR Layer Usage met3    0.0373
  Gr ovfl total    0

Finish
  Share of post-route cells with drive strength above 1    0.0455
  Final standard cell utilization of the core    0.332
  Finished layout cell area    0.104 mm^2
  Fillcell total    31900
  Commonest Layout Cell    sky130_fd_sc_hd__dfrtp_1
  Relative area change from synthesis to final layout    9.82%
  Logic cell area    0.0598 mm^2
  Leading cell types in the layout, fill and taps excluded    sky130_fd_sc_hd__dfrtp_1 (1204), sky130_fd_sc_hd__a21oi_1 (1172), sky130_fd_sc_hd__nor2b_1 (773), sky130_fd_sc_hd__ha_1 (742), sky130_fd_sc_hd__a222oi_1 (724)
  Seq. cell area    0.0303 mm^2

Critical path
  Startpoint types    primary input
  Crit path DRT    131.58 ns
  CP Depth    6
  Family with the most delay on the worst path    buffers and inverters
  Crit-path slowest cell    sky130_fd_sc_hd__buf_4
  Reg2Reg Setup Slack    121.38 ns
  Worst path buffer plus inverter count    6
  Worst reg-to-reg path cell count    35
  Cell repeated most along the worst path    sky130_fd_sc_hd__buf_4
  CP cell instances    clkdlybuf4s50_1 -> inv_8 -> buf_4 -> buf_4 -> buf_4 -> buf_4
  Critical path endpoint category    asynchronous set/reset pin
  Top fanout value on the critical path    81
  Data arrival time of the critical path    30.24 ns
  WS Path Type    in -> async
  Longest individual stage delay on the worst path    0.72 ns

Job
  Tool warning count    48
  Number of violations of the max-capacitance limit    0

STA
  Final-report hold violation count    0
  Fin Hold WS    0.462 ns
  Pin slew with the least headroom to its limit    1.05 ns
  Final tally of setup violations    0
  Crit path time final    29.36 ns
  Max Slew Vio Count    0
  Post-route setup TNS    0 ns
  Period Utilization, post-route    0.225
  Setup repair after global routing missed its margin    false
  Maximum achievable frequency    0.0341 GHz
  Worst slew margin    0.296
  Fin Clk Skew    0.0616 ns

Clock tree
  Clock tree from TritonCTS    built
  CTS Hold Buffers Added    0
  Resized Gates After CTS    0
  Number of buffers created by CTS    146
  Post-CTS Setup Bufs    0
  Longest Clk Path Bufs    4
  Number of sinks handled by clock tree synthesis    1212
  Clk root buf    sky130_fd_sc_hd__clkbuf_16
  H-tree level count    4
  Skew-Pair Late Insertion Delay    0.84 ns
  Clk slew on worst S/H paths    0.06 ns

Logic synthesis
  Post-synthesis instance area    0.0947 mm^2
  Synthesis area per yosys    0.0947 mm^2
  Post-synthesis register bit count    1212
  Sequential share of the synthesized area    0.320
  Count of library flops with an enable pin    0
  Most common reg cell    sky130_fd_sc_hd__dfrtp_1
  Synth unique cells    97
  Yosys cell count    10400
  Synthesized area per cell    9.07 um^2
  Asr flop ratio synth    1.00
  Number of warnings printed during yosys synthesis    10
  Number of cells produced by synthesis    10400

Floorplan
  Number of top-level pins    52
  Core area    0.313 mm^2
  Die Outline Area    0.318 mm^2
  Die span in x    564 um
  Die y size    564 um
  Pre-placement core utilization    0.302
  Row count    205

Drt
  DRC violation count after routing    0
  DR WL/cell    20.7 um
  Vias post-DR    81600
  Overall routed net length    298 mm
  Detailed Routing Iterations Pass 1    15
  Starting DRC count in detailed routing    9871
  Number of nets with antenna violations after detailed routing    0
  Drt via density    5.67
  Final antenna diode count    0

Placement
  Total placed instance area    0.0993 mm^2
  Number of input and output port buffers inserted    51
  Final HPWL DP    215 mm
  Final weighted congestion in routability-driven placement    0.983

Status
  Outcome    completed

Min path
  Tightest Hold Check Type    reg -> reg
  Hold path cells    1
==> flip-flops by register name (all words and copies together), names as in the netlist, 37 cells and up <==
register	count
pe.div.s3_reg_r	42
pe2.s1_reg2_r	37
pe2.s2_reg0_r	38
pe.s2_reg0_r	38
xshreg.MEM_r	512
bshreg.MEM_r	256
pe.s1_reg2_r	37
pe2.div.s3_reg_r	42
==> Yosys cell counts (all sizes together), types with 42 or more instances <==
library cell  instances  area share
nor2                453       0.018
o21bai              118      0.0094
o211a                52      0.0055
dfrtp              1210        0.32
a211oi              644       0.051
a21o                253       0.020
nand2               414       0.016
nand4                51      0.0034
a31oi                68      0.0047
a222oi              724       0.077
xor2                179       0.017
fa                  152       0.032
a21oi              1176       0.062
nor3                118      0.0063
and2                160       0.011
inv                 578       0.023
o21ai               487       0.026
o21a                102      0.0081
mux2i                93      0.0098
nand3               108      0.0057
nand2b               99      0.0065
nor2b               776       0.051
xnor2               405       0.037
ha                  742       0.098
clkbuf              620       0.025
and3                 59      0.0039
a21boi               42      0.0033
==> stage by stage <==
stage / cells / worst slack (ns)
after CTS: 14400 / 101.16
after detailed placement: 14100 / 100.28
final: 14400 / 101.34
after global routing: 14400 / 100.73
after global placement: 14100 / 100.32
after floorplan: 10400 / 70.42
==> cells by family (layout without fill, tap and decap cells) <==
logic type	after synthesis	after routing	share of synthesized area
AOI/OAI and AO/OA	4052	4052	0.304
xor gates and xnor gates	584	584	0.0540
adders and majority gates	894	894	0.130
buffers and inverters	1218	1023	0.0483
DFF	1212	1212	0.320
muxes	100	100	0.0107
and+or+nand+nor	2378	2378	0.133
==> final timing paths <==
check / startpoint / to
worst min-delay path: pe2.s1_reg0_r[0]$_DFF_PP0_ / pe2.s2_reg0_r[0]$_DFF_PP0_
max in group clk0: xshreg.MEM_r[0][17]$_DFFE_PP0P_ / x_out[17]
min in group asynchronous: reset / pe.s2_reg0_r[10]$_DFF_PP0_
worst min register to register: pe2.s1_reg0_r[0]$_DFF_PP0_ / pe2.s2_reg0_r[0]$_DFF_PP0_
worst max-delay path: reset / bshreg.MEM_r[8][13]$_DFFE_PP0P_
worst max register to register: row_cnt_r[4]$_DFFE_PP0P_ / pe.s1_reg2_r[34]$_DFF_PP0_
==> per-layer routing <==
| layer | wire length, um | up-vias | share of wire |
|---|---|---|---|
| met5 | 21 | - | 0.000071 |
| met2 | 135000 | 2700 | 0.45 |
| met3 | 20800 | 511 | 0.070 |
| li1 | - | 39200 | - |
| met1 | 128000 | 39200 | 0.43 |
| met4 | 14500 | 4 | 0.049 |
==> area by class of cell <==
class | count | share of cell area
Multi-Input combinational cell | 8008 | 0.576
Sequential cell | 1212 | 0.292
Tap cell | 4140 | 0.0498
Clock buffer | 206 | 0.0397
Inverter | 578 | 0.0209
Timing Repair Buffer | 197 | 0.0167
Clock inverter | 42 | 0.00530
